===== flow/config.mk =====
export PLATFORM = sky130hd
export DESIGN_NAME = flopr
export DESIGN_NICKNAME = flopr
export VERILOG_FILES = /design/flow/design.v
export SDC_FILE = /design/flow/constraint.sdc
export NUM_CORES = 4
export LEC_CHECK = 1
export CORE_AREA = 10 10 95 95
export DIE_AREA = 0 0 105 105

===== flow/constraint.sdc =====
current_design flopr

set clk_period 1.0
set clk_io_pct 0.2

create_clock -name clk0 -period $clk_period [get_ports {clk}]

set non_clock_inputs [all_inputs -no_clocks]
set_input_delay [expr $clk_period * $clk_io_pct] -clock clk0 $non_clock_inputs
set_output_delay [expr $clk_period * $clk_io_pct] -clock clk0 [all_outputs]

===== flow/design.v =====
module flopr(clk, rst, d, q);
  input clk;
  input rst;
  input [31:0]d;
  output reg [31:0]q;
  always @(negedge clk)
  begin
    if (rst)
      q <= d;
    else
      q <= 0;
  end
endmodule

===== flow/run.sh =====
#!/bin/bash
# OpenROAD 26Q1-2900-gdf79404cd8, Yosys 0.63+post, stock flow scripts
make -C /OpenROAD-flow-scripts/flow DESIGN_CONFIG=/design/flow/config.mk WORK_HOME=/design/flow/orfs finish

==> impl_metrics.ini <==
; physical design summary
[run_status]
status = finished with violations
violations = negative setup slack

[critical_path]
path_depth = 1
crit_required_ps = 800
crit_path_end_kind = output port
cp_max_fo = 1
critPathSlowestCell = dfxtp_2
crit_family = flip-flops
slowest_delay_ps = 300
critical_path_arrival_ps = 1240
crit_path_end = q[18]
crit_buf_inv = 1
crit_type = reg -> out
start_kind = register
crit_start = q[18]
worstPathCellList = buf_2

[grt]
grt_usage_pct = 5.18
grt_pass1_vias = 925
grt_antenna_before_repair = 1
grt-ovfl-total = 0
grt_max_degree = 18
grt_first_pass_wirelength_mm = 4.59

[layout]
finalCoreUtilization_pct = 25.0
final_cells = 268
regMostFlops = q
reg_top3 = q (32)
drive_above_1_share_pct = 45.6
largest_reg_flops = 32
fillCellCount = 765
area_growth_pct = 92.2

[yosys]
area_leaders = dfxtp_1 (71%), and2_2 (27%), clkbuf_2 (1.7%), inv_1 (0.42%)
yosys.area.top_type = dfxtp_1
synth-async-reset-ratio_pct = 0
top_logic_kind = simple AND/OR/NAND/NOR gates
postSynthSeqShare_pct = 71.2
syn_inst = 68
ff_type = dfxtp_1
synth-edff-count = 0
common_cells = and2_2 (32), dfxtp_1 (32), clkbuf_2 (3)
mux_share_pct = 0
ys_cells = 68
xor_area_share_pct = 0
fa_ha_area_share_pct = 0
top_cell_area_share_pct = 71.2
synth_cell_type_count = 4
synth.avg_cell_area_sq_um = 13.2
synthesis.area_sq_um = 900
ys_warn_count = 1
simple_gate_area_share_pct = 26.7
ys_sh_aoi_pct = 0
ys_chip_area_sq_um = 900
ys_ff = 32

[detailed_routing]
post-route-drc-count = 0
first_iter_violations = 5
drt-pass1-iter-count = 3
wirelength_mm = 2.84
routedWlPerCell_microns = 10.6
vias = 810
vias_per_cell = 3.02
drtAntennaViolNets = 0

[pwr]
switching_share_pct = 27.4
pwr-share-clk_pct = 45.8
peakVddDrop_v = 0.000433
p_comb_share_pct = 8.7
power_density_nw_per_um2 = 1740
power_mw = 3.01
pwr-share-seq_pct = 45.5
p_int_mw = 2.18
p_leak_nw = 0.989
p_sw_mw = 0.824

[timing]
relSlewSlack_pct = 89.0
tightestPinTransition_ps = 165
fin_ws_ps = -437
report.final.slew_viol_count = 0
rsz0062_at_grt = yes
hold_viol_final = 0
setup_viol = 32
hold_slack_ps = 600

[floorplanning]
num_rows = 30
die_h_microns = 105
core_area_sq_um = 6910
die_w_microns = 105
chip_area_sq_um = 11000
initCoreUtil_pct = 13.0
ios = 66

[clock_network]
cts_max_level = 2
cts_tree = yes
clock_path_buffers = 2
cts.sinks = 32
path_clk_slew_ps = 30
cts_root_buf = clkbuf_8
numCtsBuffers = 5
post_cts_buffers = 0

[place]
dp.cells = 228
io_buffers = 65
place_congestion = 0.671
dp_hpwl_mm = 2.17

[hold_path]
hold_class = in -> reg
holdPathStages = 2

[flow_run]
warnings = 60
drv_cap = 0
## worst min-delay path by stage
stage	slack (ps)	to	from
final	600	q[16]	d[16]
after CTS	690	q[3]	d[3]
after global routing	590	q[20]	d[20]
## power groups by stage
| stage | combinational (mW) | clock, mW | sequential (mW) |
|---|---|---|---|
| CTS | 0.275 | 1.49 | 1.37 |
| global route | 0.293 | 1.65 | 1.37 |
| finish | 0.262 | 1.38 | 1.37 |
## repair_timing
action | 4_1_cts | 5_1_grt
setup endpoints to repair | 64 | 36
cloned | 1 | 0
hold buffers | 0 | 0
gates resized | 136 | 5
## cells by family (layout without fill, tap and decap cells)
logic type,Yosys count,in the layout
other,0,1
buffers and inverters,4,107
flip-flops,32,32
AND/OR/NAND/NOR,32,32
## layout by cell type, fill, tap and decap left out, types with 2 or more instances in the layout
cell type / Yosys / final
buf_2: 0 / 34
inv_1: 1 / 32
and2_4: 0 / 31
dfxtp_1: 32 / 29
dlygate4sd2_1: 0 / 28
clkbuf_8: 0 / 5
dlymetal6s2s_1: 0 / 4
dfxtp_2: 0 / 3
clkinvlp_2: 0 / 2
## per-stage QoR
stage	worst slack (ps)	instance area [sq um]	TNS, ps
after floorplan	-64.9	997	-1950
after global placement	-628	1710	-34120
after detailed placement	-631	1710	-34160
after CTS	-456	1720	-14160
after global routing	-488	1730	-15000
final	-437	1730	-13490
## final cells by class
| type | count | area (sq um) | area share (%) |
|---|---|---|---|
| repair buffers | 68 | 484 | 28.0 |
| diodes | 1 | 2.50 | 0.145 |
| clock buffers | 5 | 68.8 | 3.98 |
| clock inverters | 34 | 130 | 7.53 |
| well taps | 96 | 120 | 6.95 |
| flip-flops and latches | 32 | 644 | 37.3 |
| multi-input cells | 32 | 279 | 16.1 |
## routing by layer
| layer | global-route usage [%] | part of all wire, % | vias up | wire (microns) |
|---|---|---|---|---|
| met1 | 4.71 | 38 | 352 | 1070 |
| met5 | 0 | 0 | - | 0 |
| li1 | - | - | 407 | - |
| met2 | 8.05 | 48 | 45 | 1380 |
| met3 | 4.47 | 12 | 6 | 348 |
| met4 | 2.35 | 1.5 | 0 | 42 |
No activity file was given, so power comes from the tool's default toggle rates.
